`/design/flow/config.mk`:
```
export PLATFORM = sky130hd
export DESIGN_NAME = lab2demo
export DESIGN_NICKNAME = lab2demo
export VERILOG_FILES = /design/flow/design.v
export SDC_FILE = /design/flow/constraint.sdc
export NUM_CORES = 4
export LEC_CHECK = 1
export CORE_AREA = 10 10 70 70
export DIE_AREA = 0 0 80 80
```
`/design/flow/constraint.sdc`:
```
current_design lab2demo

set clk_period 1.1
set clk_io_pct 0.2

create_clock -name clk0 -period $clk_period

set non_clock_inputs [all_inputs -no_clocks]
set_input_delay [expr $clk_period * $clk_io_pct] -clock clk0 $non_clock_inputs
set_output_delay [expr $clk_period * $clk_io_pct] -clock clk0 [all_outputs]
```
`/design/flow/design.v`:
```
module lab2demo(SW, HEX5, HEX4);
	input [9:0] SW;
	output [6:0] HEX5;
	output [6:0] HEX4;
	wire h3, h2, h1, h0, n3, n2, n1, n0, f0, f1, f2, f3, f4, f5, f6, f7, f8, f9, f10, f11, f12, f13;
	assign h3 = SW[9];
	assign h2 = SW[8];
	assign h1 = SW[7];
	assign h0 = SW[5];
	assign n3 = SW[4];
	assign n2 = SW[3];
	assign n1 = SW[2];
	assign n0 = SW[1];
	hexdisp P1 (h3, h2, h1, h0, f0, f1, f2, f3, f4, f5, f6);
	name P2 (n3, n2, n1, n0, f7, f8, f9, f10, f11, f12, f13);
	assign HEX5[0] = f0;
	assign HEX5[1] = f1;
	assign HEX5[2] = f2;
	assign HEX5[3] = f3;
	assign HEX5[4] = f4;
	assign HEX5[5] = f5;
	assign HEX5[6] = f6;
	assign HEX4[0] = f7;
	assign HEX4[1] = f8;
	assign HEX4[2] = f9;
	assign HEX4[3] = f10;
	assign HEX4[4] = f11;
	assign HEX4[5] = f12;
	assign HEX4[6] = f13;
endmodule
module hexdisp (x3, x2, x1, x0, f0, f1, f2, f3, f4, f5, f6);
	input x3, x2, x1, x0;
	output f0, f1, f2, f3, f4, f5, f6;
	assign f0 = ~((~x2 & ~x0) | (~x3 & x1) | (x2 & x1) | (x3 & ~x0) | (~x3 & x2 & x0) | (x3 & ~x2 & ~x1));
	assign f1 = ~((~x3 & ~x2) | (~x2 & ~x0) | (~x3 & x1 & x0) | (~x3 & ~x1 & ~x0) | (x3 & ~x1 & x0));
	assign f2 = ~((~x3 & x0) | (~x3 & ~x1) | (~x3 & x2) | (~x1 & x0) | (x3 & ~x2));
	assign f3 = ~((x2 | x1 | ~x0) & (~x2 | ~x1 | ~x0) & (x3 | ~x2 | x1 | x0) & (~x3 | x2 | ~x1 | x0)); 
	assign f4 = ~((x3 | ~x0) & (x3 | ~x2 | x1) & (x2 | x1 | ~x0));
	assign f5 = ~((x3 | x2 | ~x0) & (x3 | x2 | ~x1) & (x3 | ~x1 | ~x0) & (~x3 | ~x2 | x1 | ~x0));
	assign f6 = ~((x3 | x2 | x1) & (x3 | ~x2 | ~x1 | ~x0) & (~x3 | ~x2 | x1 | x0));
endmodule
module name (x3, x2, x1, x0, f0, f1, f2, f3, f4, f5, f6);
	input x3, x2, x1, x0;
	output f0, f1, f2, f3, f4, f5, f6;
	assign f0 = (x3 | x2 | x0) & (~x2 | x1 | ~x0);
	assign f1 = (~x2 & ~x1) | (~x2 & x0);
	assign f2 = (~x2 & ~x1 & ~x0);
	assign f3 = (x1 | x0) & (~x1 | x0 | ~x2);
	assign f4 = 0;
	assign f5 = (x2 & ~x1 & ~x0) | (~x2 & x1 & x0);
	assign f6 = (~x2 & ~x1 & ~x0) | (~x3 & x2 & x1 & ~x0);
endmodule
```
`/design/flow/run.sh`:
```
#!/bin/bash
# OpenROAD 26Q1-2900-gdf79404cd8, Yosys 0.63+post, stock flow scripts
make -C /OpenROAD-flow-scripts/flow DESIGN_CONFIG=/design/flow/config.mk WORK_HOME=/design/flow/orfs finish
```
==> results.yml <==
# generated from flow reports
global_routing:
  grt-ovfl-total: 0
  grt_max_degree: 10
  antenna_found_initial: 0
  grt.total_usage: 0.0386
  grt_pass1_wl_um: 2190
  grt_pass1_vias: 488
route:
  postRouteAntennaNets: 0
  firstDrtPassIters: 4
  n_antenna_cell: 0
  drtIter0Drc: 3
  drt_wl_total_um: 1240
  routed_via_density: 3.63
  via_count: 457
  post_drt_wl_per_cell_um: 9.86
  drcViolationCount: 0
sta:
  tns_ns: -0.385
  finalWorstSetupSlack_ns: -0.0980
  timing.final.hold_violations: 0
  finalHoldWorstSlack_ns: 0.769
  fmax_mhz: 835
  maxSlewViolCount: 0
  rsz0062_at_grt: "yes"
  fin_crit_sh: 1.09
  finalSetupViolCount: 8
  layout_min_cycle_time_ns: 1.20
yosys:
  synth_warnings: 0
  synth-cells-yosys: 62
  synth_area_per_cell_um2: 6.09
  ys_seq_frac: 0
  top_area_cell: "buf_4"
  yosys_area_um2: 378
  synthCells: 62
  top_area_frac: 0.298
  synth.distinct_cells: 29
  syn_area_um2: 378
  area_leaders: "buf_4, nand2_1, nand2b_1"
power:
  seqPwrFrac: 0
  p_clk_frac: 0
  p_leak_uw: 0.000319
  ir_drop_v: 0.000119
  combPwrFrac: 1.000
  power_density_nw_per_um2: 352
  power_switching_uw: 96.1
  swShare: 0.395
  internal_power_uw: 147
die:
  core_um2: 3420
  ios: 24
  die_w_um: 80
  die_y_um: 80
  die_area_um2: 6400
  num_rows: 21
  initCoreUtil: 0.111
finish:
  fillers: 389
  final_cell_area_um2: 691
  area_delta_synth_final_pct: 82.8
  fin_cells: 126
  clockBufferCount: 0
  drive_gt1_frac: 0.600
  nFlopsAndLatches: 0
  register_area_um2: 0
run:
  cap_violations: 0
  tool_warnings: 36
status:
  run_status: "complete, but fails checks"
  violations: "setup timing"
critical_path:
  cp-startpoint: "SW[9]"
  path_max_fanout: 4
  crit_family: "buffers and inverters"
  crit_buf_inv: 3
  crit_path_start_kind: "primary input"
  crit_arrival_ns: 0.98
  crit_type: "in2out"
  slowest_stage: "a311o_1"
  worstPathRequired_ns: 0.88
  max_stage_delay_ns: 0.26
  end_kind: "output port"
  crit_path_cell_trace: "buf_8 -> buf_6 -> and3b_1 -> a311o_1 -> buf_2"
placed_design:
  place_congestion: 0.816
  dp_slack_ns: -0.951
  placed_area_um2: 606
  dp.cells: 122
  hpwl_um: 881
  portBuffers: 21
hold_path:
  min_from: "SW[1]"
  hp-class: "in2out"
[power by group through the flow]
stage                 registers, uW  clock network, uW  logic [uW]
after global routing              0                  0         269
final                             0                  0         243
after CTS                         0                  0         226
[repair_timing]
item,4_1_cts,5_1_grt
hold buffers,0,0
pin swaps,12,12
setup buffers,4,1
setup endpoints to repair,13,12
resized,88,15
[worst min-delay path: cells and delay by family]
kind	cells	cell delay, ns
simple gates	1	0.06
buf+inv	2	0.27
[cell families after synthesis]
| family | count (synthesis) | synth area share |
|---|---|---|
| other cells | 1 | 0.00992 |
| compound gates | 15 | 0.262 |
| buf+inv | 22 | 0.374 |
| simple gates | 24 | 0.354 |
[per-layer routing]
layer / GRT usage / vias up / wire [um]
met5: 0 / - / 0
met4: 0.00176 / 0 / 0
met3: 0.0125 / 0 / 76
met2: 0.0666 / 9 / 595
met1: 0.0475 / 212 / 571
li1: - / 236 / -
[final timing paths]
path / to / cells after the start
setup / recovery: HEX5[2] / 5
hold / removal: HEX4[2] / 3
[layout by cell type (no fill, tap or decap)]
| cell type | instances |
|---|---|
| o31a_1 | 1 |
| or3_1 | 1 |
| clkbuf_2 | 1 |
| a21oi_2 | 3 |
| inv_1 | 1 |
| nand2b_4 | 3 |
| o21ai_2 | 1 |
| buf_2 | 11 |
| inv_4 | 1 |
| and3b_1 | 1 |
| o21a_1 | 1 |
| nand2_2 | 2 |
| a21o_1 | 1 |
| nand2_1 | 4 |
| nor3b_1 | 1 |
| buf_6 | 7 |
| a22o_1 | 1 |
| conb_1 | 1 |
| buf_8 | 4 |
| a31oi_1 | 1 |
| a311o_1 | 1 |
| buf_4 | 10 |
| o22ai_1 | 2 |
| or3_4 | 1 |
| nor3_2 | 1 |
| nor2_1 | 3 |
| nor4b_2 | 1 |
| nor2b_4 | 1 |
| o21ai_1 | 2 |
| nand4b_1 | 2 |
| dlygate4sd2_1 | 2 |
| o211ai_1 | 1 |
| clkdlybuf4s15_1 | 2 |
| nand3_1 | 3 |
| clkinv_4 | 1 |
[Yosys cell counts (2+ instances only)]
cell type	number
buf_2	2
o22ai_1	2
clkbuf_1	2
nand4b_1	2
or3_1	2
nand2b_1	3
o21ai_1	2
nor2_1	3
buf_4	15
nand3_1	3
a21oi_1	3
nand2_1	6
[stage by stage]
step	total power [uW]	utilization
2_1_floorplan	128	-
3_3_place_gp	217	0.177
3_5_place_dp	218	0.177
4_1_cts	226	0.192
5_1_grt	269	0.202
6_report	243	0.202
[final cells by class]
type | count | area [um2] | area share
well taps | 46 | 57.6 | 0.0833
repair buffers | 37 | 312 | 0.451
inverters | 3 | 18.8 | 0.0272
multi-input cells | 40 | 303 | 0.438
No activity file was given, so power comes from the tool's default toggle rates.
